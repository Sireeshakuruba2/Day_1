==> flow/design.v <==
module set_bit_index (in,out,clk,reset);
  input  logic [31:0] in;
  output logic [5:0] out;
  input logic clk,reset;
  logic [5:0] count;
  integer j;
  integer done;
  always_comb
    begin
       count=6'h0;
      done=1'b0;
      for (j=0;j<32;j=j+1) begin
        if((in[j]==1) && !done)
            begin
            count=j;
              done=1;
            end
        end
    end
  always_ff @(posedge clk or negedge reset)
    begin
      if(!reset)
        out <= 6'h0;
      else
        out <= count;
    end
endmodule
==> flow/run.sh <==
#!/bin/bash
# OpenROAD 26Q1-2900-gdf79404cd8, Yosys 0.63+post, stock flow scripts
make -C /OpenROAD-flow-scripts/flow DESIGN_CONFIG=/design/flow/config.mk WORK_HOME=/design/flow/orfs finish
==> flow/config.mk <==
export PLATFORM = sky130hd
export DESIGN_NAME = set_bit_index
export DESIGN_NICKNAME = set_bit_index
export VERILOG_FILES = /design/flow/design.v
export SDC_FILE = /design/flow/constraint.sdc
export NUM_CORES = 4
export LEC_CHECK = 1
export CORE_AREA = 10 10 76 76
export DIE_AREA = 0 0 86 86
==> flow/constraint.sdc <==
current_design set_bit_index

set clk_period 1.0
set clk_io_pct 0.2

create_clock -name clk0 -period $clk_period [get_ports {clk}]

set non_clock_inputs [all_inputs -no_clocks]
set_input_delay [expr $clk_period * $clk_io_pct] -clock clk0 $non_clock_inputs
set_output_delay [expr $clk_period * $clk_io_pct] -clock clk0 [all_outputs]
==> results.py <==
# Synthesis and PnR figures
metrics = {
    "outcome": {
        "status": "finished with violations",
        "violations": "setup timing",
    },
    "finish": {
        "reg.largest.list": "out x5",
        "logic_area_um2": 495,
        "largest_reg_flops": 5,
        "areaGrowthSynthToFinish_pct": 137,
        "drive_gt1_share_pct": 49.7,
        "lay_top_cells": "buf_4 (25), buf_2 (10), nor2_1 (9), inv_1 (9), dlygate4sd2_1 (8)",
        "regMostFlops": "out",
        "final_common_cell": "buf_4",
        "regArea_um2": 125,
        "fillCellCount": 434,
    },
    "logic_synthesis": {
        "yosysWarnings": 1,
        "synth-edff-count": 0,
        "ys_seq_share_pct": 22.9,
        "netlist_area_um2": 547,
        "syn-instance-count": 76,
        "flop_cell": "dfrtp_1",
        "ys_cells": 76,
        "avgSynthCellArea_um2": 7.19,
        "ys.flops": 5,
        "yosysChipArea_um2": 547,
        "async_reset_ff_share_pct": 100,
        "synth_cell_types": 29,
    },
    "detailed_routing": {
        "drtAntennaViolNets": 0,
        "antenna_cells": 0,
        "wire_per_inst_um": 11.5,
        "drc": 0,
        "drtIter0Drc": 46,
        "drt-pass1-iter-count": 4,
        "via_per_inst": 3.96,
        "via_count": 765,
        "wl_um": 2220,
    },
    "floorplanning": {
        "io_pins": 40,
        "chipArea_um2": 7400,
        "rows": 23,
        "core_area_um2": 4120,
        "fp_util_pct": 13.3,
        "die_y_um": 86,
        "fp.dieW_um": 86,
    },
    "global_routing": {
        "grt_pass1_wl_um": 3920,
        "grt_max_degree": 6,
        "grt_remaining_overflow": 0,
        "grt_pass1_vias": 852,
        "antenna_found_initial": 0,
        "grt_usage_pct": 6.21,
    },
    "worst_setup_path": {
        "arrival_ns": 1.20,
        "cp-start-kind": "input pin",
        "path_cells": "clkdlybuf4s50_1, nor2_2, nor3_1, o311ai_1, nand4_1",
        "required_ns": 1.09,
        "critPathBufInv": 1,
        "crit_slowest_cell": "clkdlybuf4s50_1",
        "cp_top_family": "buffers and inverters",
        "max_stage_delay_ns": 0.44,
        "end_kind": "register",
        "critPathMaxFanout": 2,
        "critical_path_class": "input pin to register",
        "cp_num_cells": 5,
    },
    "clock_tree": {
        "cts_inserted_buffers": 3,
        "tritoncts": "done",
        "cts-root-buf": "clkbuf_8",
        "clk_path_buf_depth": 2,
        "clock_sinks": 5,
        "postCtsHoldBufs": 0,
        "h-tree-depth": 1,
        "path_clk_slew_ns": 0.04,
    },
    "flow_run": {
        "drv_cap": 0,
        "warnings": 28,
    },
    "timing": {
        "finalMaxSlewViolations": 0,
        "layout_min_cycle_time_ns": 1.11,
        "rsz0062_at_grt": "true",
        "fmax_mhz": 900,
        "final_hold_viol_count": 0,
        "tns_ns": -0.447,
        "setup_ws_ns": -0.111,
        "fin_crit_sh_pct": 111,
        "finalSetupViolCount": 5,
    },
    "place": {
        "place_congestion": 0.819,
        "dp_slack_ns": -0.785,
        "io_buffers": 38,
        "dp_hpwl_um": 1980,
    },
    "pwr": {
        "p_leak_uw": 0.000584,
        "pwr_density_cell_nw_per_um2": 702,
        "irDropWorstVdd_mv": 0.358,
    },
    "hold_path": {
        "min_path_type": "input pin to asynchronous set/reset pin",
    },
}
==> repair_timing <==
action | in CTS | in global routing
setup endpoints to repair | 10 | 5
resized | 113 | 10
pin swaps | 21 | 6
setup buffers | 2 | 1
==> path summary, 6_finish.rpt <==
path	startpoint	end
max	in[31]	out[1]
min	reset	out[0]
max in group asynchronous	reset	out[3]
min in group clk0	in[18]	out[1]
==> synth_stat cells (2+ instances only) <==
library cell | instances | area, um2
o21ai_0 | 3 | 15.0
nor3_1 | 6 | 30.0
nor2b_1 | 2 | 12.5
nor4_1 | 2 | 12.5
inv_1 | 9 | 33.8
o31ai_1 | 4 | 30.0
nand2_1 | 5 | 18.8
nor4_4 | 2 | 42.5
a21oi_1 | 8 | 40.0
nor2_1 | 12 | 45.0
dfrtp_1 | 5 | 125
==> stage by stage <==
stage	power [uW]	utilization (%)	area [um2]	hold WS [ns]	std cells
final	909	31.4	1290	0.194	193
after detailed placement	544	28.5	1170	0.433	186
after CTS	915	30.5	1260	0.196	192
after global placement	543	28.5	1170	0.432	186
after global routing	974	31.4	1290	0.200	193
after floorplan	280	-	566	-0.0956	76
==> area by class of cell <==
cell class | count | share of cell area, %
timing repair buffer | 64 | 41.0
multi-input combinational | 61 | 38.3
inverter | 9 | 2.61
clock inverter | 1 | 0.387
sequential | 5 | 9.67
clock buffer | 3 | 3.19
tap | 50 | 4.84
==> where the power goes <==
group / switching, uW / leakage (uW) / internal [uW]
combinational: 139 / 0.000492 / 187
sequential: 1.80 / 0.0000673 / 210
clock: 103 / 0.0000255 / 268
total: 244 / 0.000584 / 665
==> cells by family (layout without fill, tap and decap cells) <==
kind of cell / Yosys count / count (layout) / share of synthesized area [%]
flops: 5 / 5 / 22.9
compound gates: 22 / 22 / 25.6
buf+inv: 10 / 77 / 7.55
other cells: 1 / 1 / 0.686
simple gates: 38 / 38 / 43.3
==> layer usage <==
metal  up-vias  GRT usage [%]  share of wire, %
li1        414              -                 -
met1       329           7.64                43
met2        20           10.5                49
met3         2           2.29               7.6
met4         0          0.449              0.45
met5         -              0                 0
Power is estimated from default activity; no workload was simulated.
