File: flow/run.sh
#!/bin/bash
# OpenROAD 26Q1-2900-gdf79404cd8, Yosys 0.63+post, stock flow scripts
make -C /OpenROAD-flow-scripts/flow DESIGN_CONFIG=/design/flow/config.mk WORK_HOME=/design/flow/orfs finish
File: flow/config.mk
export PLATFORM = sky130hd
export DESIGN_NAME = single_cycle_arbiter
export DESIGN_NICKNAME = single_cycle_arbiter
export VERILOG_FILES = /design/flow/design.v
export SDC_FILE = /design/flow/constraint.sdc
export NUM_CORES = 4
export LEC_CHECK = 1
export CORE_AREA = 10 10 99 99
export DIE_AREA = 0 0 109 109
File: flow/constraint.sdc
current_design single_cycle_arbiter

set clk_period 4.3
set clk_io_pct 0.2

create_clock -name clk0 -period $clk_period [get_ports {clk}]

set non_clock_inputs [all_inputs -no_clocks]
set_input_delay [expr $clk_period * $clk_io_pct] -clock clk0 $non_clock_inputs
set_output_delay [expr $clk_period * $clk_io_pct] -clock clk0 [all_outputs]
File: flow/design.v
module single_cycle_arbiter #(
  parameter N = 32
) (
  input   logic          clk,
  input   logic          reset,
  input   logic [N-1:0]  req,
  output  logic [N-1:0]  grant
);
  logic [N-1:0] grant_next;
  always @(posedge clk) begin
    if(reset) grant <= 32'b0;
    else grant <= grant_next;
  end
  genvar i;
  assign grant_next[0] = req[0];
  for(i=1;i<N;i=i+1) begin
    assign grant_next[i] = (~| grant_next[i-1:0]) && req[i] ;
  end
endmodule
==> reports/results.txt <==
Final setup violation count: 0
FMAX: 439 MHz
Largest Register: grant
Ratio of final minimum period to clock period: 52.9%
Fin Setup TNS: 0 ns
Filler cell count in the final layout: 806
First-pass GRT wire length: 5370 um
Grt ovf: 0
Logic pwr share: 10.0%
CP max stage cell: clkdlybuf4s50_1
I/O Buffers: 65
CTS tree: built
CTS Buf Count: 5
Top non-seq family: simple AND/OR/NAND/NOR gates
Largest register FFs: 32
Ys flop type: dfxtp_1
Hold Vio Cnt, Final: 0
Layout cells sized above 1: 14.9%
Core Region: 7730 um2
Post-Syn Area: 1190 um2
Switching share of power: 21.9%
Top cells excl fill/tap: clkdlybuf4s50_1 (65), dfxtp_1 (32), nor3_2 (11)
Root buffer cell: clkbuf_8
Largest regs: grant (32)
DR WL/cell: 13.0 um
Most frequent logic cell in the layout: clkdlybuf4s50_1
Postcts setup bufs: 0
CP Class: input pin to flip-flop
Drt first-iter violations: 43
CP endpoint kind: flip-flop
Sequential share of the synthesized area: 53.7%
Resized cells post-CTS: 0
Drt via density: 3.66
Ys Warns: 1
Critical path data required time: 4.48 ns
Slew Viols, Final: 0
Max-Slew Margin vs Limit: 64.8%
Initial Utilization: 15.4%
Seq pwr share: 50.2%
RSZ-0062 raised after global routing: false
CTS Buffer Depth: 2
Die footprint: 11900 um2
CP cell instances: clkdlybuf4s50_1, nor4_4, nand3_4, nor4_1
Post-CTS Hold Fix Bufs: 0
CTS Sinks: 32
H-tree Lvls: 2
CP Launch Type: input pin
Syn-to-layout area delta: 71.8%
Vias: 1014
Xor/xnor share: 0%
Layout Cells excl Fill: 277
Die Width: 109 um
Max FO, Critical Path: 19
Hold Crit Class: input pin to flip-flop
Flip-flops with a built-in enable: 0
CTS clock-pin slew for the worst setup and hold paths: 0.06 ns
Run status: completed
Syn avg cell area: 11.6 um2
Num ports: 66
Seq cells post-synth: 32
Log Warnings: 25
Peak supply drop: 102 uV
Drc violations: 0
HPWL after DPL: 2990 um
Yosys cell count: 103
Placer Congestion: 0.755
PwrDens: 290 nW/um2
Slew @ Worst Pin: 0.524 ns
Multiplexer share: 0%
Yosys aoi share: 0%
Final wirelength: 3590 um
Core Rows: 32
Drt first pass iters: 2
Final period demand of the worst path: 2.28 ns
Sw Pwr: 130 uW
Simple-Gate Area Share: 43.5%
Vias in the first global route: 1044
Internal power: 464 uW
Arr. time, crit path: 2.46 ns
Distinct lib cells used: 25
GRT Total Usage: 5.78%
Max Cap Viol: 0
Ant diodes: 0
Synth Area in Adders: 0%
Part of the power in the clock network: 39.8%
DP Cell Count: 269
Yosys stat area: 1190 um2
Static Leakage: 0.673 nW
Die Y: 109 um
Slowest stage delay, CP: 0.49 ns
Mapped Cells: 103
Antenna viol nets, final: 0
Ys async rst share: 0%
Initial antenna violation count: 0
Largest net degree at the start of global routing: 20
## worst paths after layout
kind	startpoint	endpoint	slack, ns	cells past startpoint
max	req[2]	grant[30]	2.02	4
min	req[31]	grant[31]	1.16	3
## routing by layer
| metal | up-vias | global-route usage, % | part of all wire [%] |
|---|---|---|---|
| li1 | 516 | - | - |
| met1 | 456 | 6.34 | 37 |
| met2 | 36 | 9.64 | 48 |
| met3 | 6 | 3.23 | 12 |
| met4 | 0 | 1.22 | 2.3 |
| met5 | - | 0 | 0 |
## layout make-up
class                      instances  area (um2)  area share [%]
sequential                        32         641            31.2
clock buffer                       8        90.1            4.39
multi-input combinational         64         519            25.3
tap                              102         128            6.22
timing repair buffer              65         651            31.7
inverter                           6        22.5            1.10
## cells in the mapped netlist (all sizes together) (2+ instances only)
cell type | instances | area, um2
nand3 | 4 | 32.5
dfxtp | 32 | 641
nor3b | 4 | 30.0
nor4 | 10 | 114
nor3 | 16 | 135
nand3b | 3 | 22.5
nand4b | 2 | 17.5
nor4b | 3 | 38.8
nor2 | 6 | 22.5
nand4 | 2 | 27.5
and3 | 3 | 18.8
inv | 6 | 22.5
nand2 | 7 | 28.8
## power by group through the flow
stage	logic [mW]	registers, mW	clock network (mW)
after global routing	0.0640	0.298	0.264
final	0.0592	0.298	0.237
after CTS	0.0597	0.298	0.247
## per-stage QoR
step	hold WS, ns	util [%]	power (mW)	worst slack [ns]	instance area [um2]
finish	1.16	26.5	0.594	2.02	2050
global route	1.18	26.5	0.626	1.95	2050
CTS	1.15	26.5	0.605	2.02	2050
detailed placement	1.44	25.4	0.364	1.73	1960
global placement	1.44	25.4	0.364	1.78	1960
floorplan	0.931	-	0.318	2.52	1190
## logic make-up (layout without fill, tap and decap cells)
| logic type | after synthesis | in the layout |
|---|---|---|
| AND/OR/NAND/NOR | 64 | 64 |
| buffers and inverters | 7 | 79 |
| flip-flops | 32 | 32 |
## worst max-delay path: cells and delay by family
family	cells	cell delay [ns]
and+or+nand+nor	3	1.09
buffers and inverters	1	0.49
Power figures rest on the tool's default switching activity, not on a simulated workload.
